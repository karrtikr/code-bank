--- ./run.sh ---
#!/bin/bash
# OpenROAD 26Q1-2900-gdf79404cd8, Yosys 0.63+post, stock flow scripts
make -C /OpenROAD-flow-scripts/flow DESIGN_CONFIG=/design/flow/config.mk WORK_HOME=/design/flow/orfs finish
--- ./config.mk ---
export PLATFORM = sky130hd
export DESIGN_NAME = first_counter
export DESIGN_NICKNAME = first_counter
export VERILOG_FILES = /design/flow/design.v
export SDC_FILE = /design/flow/constraint.sdc
export NUM_CORES = 4
export LEC_CHECK = 1
export CORE_AREA = 10 10 70 70
export DIE_AREA = 0 0 80 80
--- ./constraint.sdc ---
current_design first_counter

set clk_period 1.8
set clk_io_pct 0.2

create_clock -name clk0 -period $clk_period [get_ports {clock}]

set non_clock_inputs [all_inputs -no_clocks]
set_input_delay [expr $clk_period * $clk_io_pct] -clock clk0 $non_clock_inputs
set_output_delay [expr $clk_period * $clk_io_pct] -clock clk0 [all_outputs]
--- ./design.v ---
module first_counter (
clock ,  
reset ,  
enable ,  
counter_out ,  
gray_code  
);  
input clock ;
input reset ;
input enable ;
output [3:0] counter_out ;
output [3:0] gray_code;
wire clock ;
wire reset ;
wire enable ;
reg [3:0] counter_out ;
reg [3:0] gray_code;
always @ (posedge clock)
begin : COUNTER  
  if (reset == 1'b1) begin
    counter_out <=  4'b0000;
  end
  else if (enable == 1'b1) begin
    counter_out <= counter_out + 1;
    gray_code[3]=counter_out[3];
    gray_code[2]=counter_out[2]^counter_out[3];
    gray_code[1]=counter_out[1]^counter_out[2];
    gray_code[0]=counter_out[0]^counter_out[1];
  end
end  
endmodule  
==> flow_metrics.env <==
# yosys + openroad results
export IMPL_run_status="finished clean"
export IMPL_clockBufferDepth=2
export IMPL_worst_slew_margin_rel=0.764
export IMPL_setup_viol_count_final=0
export IMPL_worstPathArrival_ns=1.20
export IMPL_cts_resized=0
export IMPL_final_layout_size_suffix_gt1_frac=0.158
export IMPL_yosysWarningCount=1
export IMPL_crit_reg2reg_launch="counter_out[2]$_SDFFE_PP0P_"
export IMPL_synth_avg_cell_area_sq_um=14.3
export IMPL_post_drt_via_cell_ratio=2.60
export IMPL_finalMaxSlewViolations=0
export IMPL_cpPeakStageDelay_ns=0.51
export IMPL_synth_flops=8
export IMPL_cts_root_buf="clkbuf_4"
export IMPL_clock_sinks=8
export IMPL_worst_path_max_fanout=4
export IMPL_synth_area_sq_um=343
export IMPL_chipWidth_um=80
export IMPL_ys_flop_type="edfxtp_1"
export IMPL_die_y_um=80
export IMPL_cts_hold_buffers=0
export IMPL_synth_area_yosys_sq_um=343
export IMPL_pin_count_of_the_biggest_net_entering_global_routing=7
export IMPL_rsz0062_at_grt="false"
export IMPL_timing_reg2reg_setup_slack_ns=0.70
export IMPL_finalWorstPathRequiredPeriod_ns=1.56
export IMPL_syn_inst=24
export IMPL_path_class="register to primary output"
export IMPL_critical_path_required_ns=1.44
export IMPL_post_route_period_util=0.867
export IMPL_globalplace_congestion=0.751
export IMPL_crit_reg2reg_capture="counter_out[3]$_SDFFE_PP0P_"
export IMPL_routed_via_count=218
export IMPL_synth_yosys_seq_area_share=0.584
export IMPL_design_portCount=11
export IMPL_chipArea_sq_um=6400
export IMPL_min_to="gray_code[3]$_DFFE_PP_"
export IMPL_grt_first_pass_wirelength_um=1010
export IMPL_timing_reg2reg_worst_path_depth=3
export IMPL_total_number_of_placement_rows=21
export IMPL_fp_utilization=0.100
export IMPL_syn_to_final_growth_pct=52.6
export IMPL_cts_tree="yes"
export IMPL_finalHoldWorstSlack_ns=0.536
export IMPL_hold_depth=0
export IMPL_power_switching_fraction=0.211
export IMPL_worst_pin_slew_ns=0.354
export IMPL_timing_critical_path_from_type="register"
export IMPL_hold_violations=0
export IMPL_number_of_buffer_and_inverter_instances_along_the_worst_setup_path=1
export IMPL_clkTransAtPathRegs_ns=0.06
export IMPL_track_usage=0.0208
export IMPL_max_clock_freq_ghz=0.641
export IMPL_grt_pass1_vias=234
export IMPL_fin_setup_tns_ns=0
export IMPL_total_leakage_power_uw=0.000193
export IMPL_cpLargestDelayFamily="buffers and inverters"
export IMPL_final_antenna_net_count=0
export IMPL_worstSkewPairLatency_ns=0.25
export IMPL_post_route_drc_count=0
export IMPL_wl_per_cell_um=7.82
export IMPL_clkPwrFrac=0.364
export IMPL_power_frac_seq=0.523
export IMPL_hold_path_startpoint="counter_out[3]$_SDFFE_PP0P_"
export IMPL_post_synth_num_cell_types=14
export IMPL_worst_ir_drop_vdd_v=0.000358
export IMPL_critical_path_endpoint_type="primary output"
export IMPL_grt_overflow_total=0
export IMPL_cts_inserted_buffers=3
export IMPL_initial_antenna_violation_count=0
export IMPL_edf_count=4
export IMPL_powerDensity_nw_per_um2=767
export IMPL_combPwrFrac=0.113
export IMPL_openroad_warnings=25
export IMPL_final_setup_skew_ns=0.00533
export IMPL_violation_count_after_the_first_detailed_routing_iteration=3
export IMPL_antenna_cells_inserted=0
export IMPL_critical_path_cell_chain="clkdlybuf4s50_1"
export IMPL_h_tree_levels=1
export IMPL_async_reset_ff_frac=0
export IMPL_drt_pre_antenna_iters=4
export IMPL_power_internal_uw=317
export IMPL_power_switching_uw=84.8
export IMPL_post_synthesis_cell_count_from_yosys=24
export IMPL_postRouteWirelength_um=657
export IMPL_max_cap_viol_count=0
export IMPL_count_of_buffers_inserted_at_the_top_level_ports=10
export IMPL_cts_setup_buffers=0
export IMPL_crit_path_max_delay_cell_type="clkdlybuf4s50_1"
export IMPL_core_area_sq_um=3420
export IMPL_hold_path_class="register to register"
power by group through the flow:
stage                 Combinational [uW]  Sequential [uW]  Clock (uW)
after CTS                           46.5              210         149
after global routing                50.9              212         158
final                               45.4              210         146
Yosys cell counts (2+ instances only):
library cell,count,area share
edfxtp_1,4,0.35
ha_1,2,0.073
dfxtp_1,4,0.23
nor2_1,3,0.033
nor2b_1,2,0.036
final cells by class:
type | count | area (sq um)
fill | 388 | 2890
sequential | 8 | 200
multi-input combinational | 15 | 131
timing repair buffer | 11 | 108
tap | 46 | 57.6
clock buffer | 4 | 26.3
per-layer routing:
metal / track usage / routed length (um)
met1: 0.0272 / 389
met4: 0.00352 / 4
met3: 0.0227 / 94
met2: 0.0217 / 168
met5: 0 / 0
per-stage QoR:
step / instances / setup WS (ns) / total power [uW] / utilization / area (sq um)
6_report: 84 / 0.239 / 401 / 0.153 / 523
5_1_grt: 84 / 0.179 / 420 / 0.153 / 523
4_1_cts: 84 / 0.230 / 406 / 0.153 / 523
3_5_place_dp: 80 / 0.244 / 260 / 0.145 / 497
3_3_place_gp: 80 / 0.297 / 259 / 0.145 / 497
2_1_floorplan: 24 / 0.747 / 229 / - / 343
sequential cells by signal, indices dropped and copies added, names as in the netlist:
register,cells
gray_code,4
counter_out,4
kinds of logic (layout without fill, tap and decap cells):
family,after synthesis,count (layout),synth area share
compound gates,2,2,0.0438
xor+xnor,2,2,0.0511
fa+ha+maj,2,2,0.0730
buf+inv,1,15,0.0328
mux,2,2,0.0730
simple gates,7,7,0.142
flops,8,8,0.584
worst max path at each step:
stage,start,end,slack (ns),depth (start not counted)
6_report,counter_out[0]$_SDFFE_PP0P_,counter_out[0],0.24,1
5_1_grt,counter_out[0]$_SDFFE_PP0P_,counter_out[0],0.18,1
4_1_cts,counter_out[0]$_SDFFE_PP0P_,counter_out[0],0.23,1
placed cells by master (no fill, tap or decap):
master,instances
clkdlybuf4s50_1,10
dfxtp_1,4
edfxtp_1,4
nor2_1,3
clkbuf_4,3
nor2b_1,2
ha_1,2
xor2_1,1
nand3_4,1
mux2_4,1
a21bo_1,1
nand3b_1,1
a21oi_1,1
mux2i_1,1
xnor2_1,1
clkbuf_1,1
buf_4,1
Power figures rest on the tool's default switching activity, not on a simulated workload.
