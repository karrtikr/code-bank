[./run.sh]
#!/bin/bash
# OpenROAD 26Q1-2900-gdf79404cd8, Yosys 0.63+post, stock flow scripts
make -C /OpenROAD-flow-scripts/flow DESIGN_CONFIG=/design/flow/config.mk WORK_HOME=/design/flow/orfs finish
[./constraint.sdc]
current_design adder

set clk_period 1.9
set clk_io_pct 0.2

create_clock -name clk0 -period $clk_period

set non_clock_inputs [all_inputs -no_clocks]
set_input_delay [expr $clk_period * $clk_io_pct] -clock clk0 $non_clock_inputs
set_output_delay [expr $clk_period * $clk_io_pct] -clock clk0 [all_outputs]
[./config.mk]
export PLATFORM = sky130hd
export DESIGN_NAME = adder
export DESIGN_NICKNAME = adder
export VERILOG_FILES = /design/flow/design.v
export SDC_FILE = /design/flow/constraint.sdc
export NUM_CORES = 4
export LEC_CHECK = 1
export CORE_AREA = 10 10 70 70
export DIE_AREA = 0 0 80 80
[./design.v]
module adder (
    input [3:0] A,
    input [3:0] B,
    output [3:0] C,
    output CF
  );
  assign {CF,C} = A + B;
  initial begin
    $monitor("%b  %b  %b  %b", A, B, C, CF);
  end
endmodule
==> impl_metrics.tcl <==
# place-and-route summary
set metrics [dict create \
    hold_ws_ns 1.334 \
    dp_slack_ns -0.7209 \
    finalHoldViolations 0 \
    cp_num_buf_inv 4 \
    cellLeakagePower_nw 0.1506 \
    crit_type "in -> out" \
    mux_share_pct 0 \
    io_pins 13 \
    dp_hpwl_um 503.2 \
    timing.fmax_mhz 546.3 \
    ys_sh_xor_pct 12.84 \
    antenna_found_initial 0 \
    hold_buffers 0 \
    fp_util_pct 3.993 \
    ys_warn_count 2 \
    drc_errors 0 \
    wirelength_um 578 \
    slowest_delay_ns 0.55 \
    fin_tns_setup_ns 0 \
    drive_above_1_share_pct 41.94 \
    warnings 32 \
    yosys_cells 16 \
    die_x_um 80 \
    dr.pass1.iters 1 \
    logic_family "adder cells" \
    fin_area_um2 347.8 \
    grt_max_degree 4 \
    route.vias.total 158 \
    endpoint_kind "output pin" \
    core_um2 3416 \
    worst_slew_pin_slew_ns 0.1178 \
    synthCells 16 \
    gp_congestion 0.7419 \
    ir_drop_mv 0.03223 \
    timing.final.ws_setup_ns 0.06964 \
    wl_per_cell_um 7.506 \
    ys_area_um2 136.4 \
    critPathLaunchType "input pin" \
    via_per_inst 2.052 \
    avgSynthCellArea_um2 8.524 \
    cp.required_ns 1.52 \
    worstHoldEndpoint "CF" \
    diodes 0 \
    drv_cap 0 \
    min_from "A[2]" \
    placed_area_um2 331.6 \
    final_common_cell "dlygate4sd2_1" \
    regArea_um2 0 \
    whs_path_depth 5 \
    crit_path_top_delay_cell "fa_2" \
    crit_path_max_fanout 2 \
    worst_ep_arrival_time_ns 1.45 \
    synthAoiAreaFrac_pct 15.60 \
    relSlewSlack_pct 92.09 \
    setup_violations 0 \
    areaGrowthSynthToFinish_pct 155.0 \
    grt_use_total_pct 1.779 \
    die_h_um 80 \
    ys_seq_share_pct 0 \
    holdCritPathClass "in -> out" \
    simple_gate_area_share_pct 9.174 \
    slew_viol_final 0 \
    die_area_um2 6400 \
    min_period_ns 1.830 \
    yosys.cell_types.count 9 \
    critical_path.top_delay_family "adder cells" \
    most-common-layout-cells "dlygate4sd2_1, buf_2, clkdlybuf4s50_1" \
    post-route-period-util_pct 96.33 \
    io_buffer_count 13 \
    path_cells "clkdlybuf4s15_1 > inv_2 > fa_2 > inv_1 > dlygate4sd2_1" \
    antenna_left 0 \
    p_per_area_nw_per_um2 227.2 \
    outcome "finished, final reports clean" \
    drt_iter0_markers 0 \
    grt_remaining_overflow 0 \
    ys_sh_adder_pct 51.38 \
    ff_count 0 \
    synth_area_um2 136.4 \
    clkbuf_count 0 \
    grt_pass1_vias 199 \
    grt_pass1_wl_um 910 \
    rows 21 \
    utilization_pct 10.18 \
]
==> routing by layer <==
layer / GRT usage [%] / vias to the layer above / share of wire (%)
met5: 0 / - / 0
met4: 0 / 0 / 0
met3: 1.705 / 0 / 26
met2: 2.729 / 11 / 31
met1: 1.849 / 65 / 43
li1: - / 82 / -
==> how the worst max path moves through the flow <==
stage	startpoint	endpoint	depth (start not counted)
6_report	A[1]	C[1]	5
5_1_grt	B[1]	C[3]	6
4_1_cts	A[1]	C[1]	5
==> synthesized netlist by cell type, drive strengths merged <==
master / instances / area, um^2
nor2b: 1 / 6.260
o21ai: 1 / 5.000
fa: 1 / 20.02
xnor2: 2 / 17.52
a21oi: 1 / 8.760
a21o: 1 / 7.510
inv: 4 / 15.01
nand2b: 1 / 6.260
ha: 4 / 50.05
==> report_power, final <==
group	switching, mW	internal, mW	leakage (nW)	total [mW]
clock	0	0	0	0
combinational	0.0272	0.0518	0.151	0.0790
sequential	0	0	0	0
==> timing repair <==
action                     CTS  global route
buffers inserted             1             0
hold endpoints to repair     0             0
pin swaps                    6             0
resized                     26             3
setup endpoints to repair    5             3
==> stage by stage <==
stage,power [mW],cells
after floorplan,0.02541,16
after global placement,0.08048,76
after detailed placement,0.08163,76
after CTS,0.07583,77
after global routing,0.09071,77
final,0.07905,77
==> logic make-up after synthesis <==
family | count (synthesis)
XOR/XNOR | 2
AND/OR/NAND/NOR | 2
adder cells (fa/ha/maj) | 5
buffers and inverters | 4
AND-OR/OR-AND | 3
==> cell type report <==
type / count / area (um^2)
inverters: 4 / 15.01
repair buffers: 15 / 118.9
well taps: 46 / 57.56
multi-input cells: 12 / 156.4
fillers: 397 / 3068
No activity file was given, so power comes from the tool's default toggle rates.
